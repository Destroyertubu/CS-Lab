==> design/flow/design.v <==
`timescale 1us/1us
typedef struct packed{
   reg jal_sig;
   reg jr_sig;
   reg branch_zero_sig;  
   reg j_sig;
}MuxMixSig;
typedef struct packed{
   reg [4:0] RegS;
   reg [4:0] RegT;
} Read_Reg;
typedef struct packed{
   reg [4:0] regd_write1;
   reg [4:0] regt_write2;
   reg [4:0] reg31_jal;
} Write_Reg;
typedef struct packed{
   reg [31:0] branch_addr;
   reg [31:0] jal_j_addr;
   reg [31:0] jr_addr;
} Mix_Addr;
typedef struct packed{
    reg jal;
    reg jr;
    reg Branch;
    reg MemoToReg;
    reg MemoRead;     
    reg MemoWrite;     
    reg [2:0] regDst;    
    reg regWrite;           
    reg [3:0] alu_op_code;   
    reg alu_src;           
    reg [4:0] jal_reg;        
    reg lui_mark;         
    reg j;      
    reg [5:0] opcode;
    reg [4:0] funct;
    reg [31:0] ins;
} ControlSignal;
module PipeReg_EXE_MEM(
    input clock,
    input [31:0] ins,
    input ControlSignal cs,
    input zero_flag,
    input [31:0] ALU_res,
    input [31:0] Data_to_Mem,
    input [4:0] write_reg,
    input [31:0] branch_addr,
    input [31:0] jal_concat_addr,
    input [31:0] pc_plus4,
    output ControlSignal out_cs,
    output reg [31:0] out_ALU_res,
    output reg [31:0] out_Data_to_Mem,
    output reg [4:0]  out_write_reg,
    output MuxMixSig mms,
    output Mix_Addr out_mix_addr,
    output reg [31:0] out_pc_plus4,
    output reg out_zero_flag,
    output reg [5:0] EXE_MEM_func
);
    reg beq = 1;
    always @(negedge clock) begin
            out_cs <= cs;
            out_ALU_res <= ALU_res;
            out_Data_to_Mem <= Data_to_Mem;
            out_write_reg <= write_reg;
            out_pc_plus4 <= pc_plus4;
            EXE_MEM_func <= ins[5:0];
    end
endmodule
==> design/flow/run.sh <==
#!/bin/bash
# OpenROAD 26Q1-2900-gdf79404cd8, Yosys 0.63+post, stock flow scripts
make -C /OpenROAD-flow-scripts/flow DESIGN_CONFIG=/design/flow/config.mk WORK_HOME=/design/flow/orfs finish
==> design/flow/config.mk <==
export PLATFORM = sky130hd
export DESIGN_NAME = PipeReg_EXE_MEM
export DESIGN_NICKNAME = PipeReg_EXE_MEM
export VERILOG_FILES = /design/flow/design.v
export SDC_FILE = /design/flow/constraint.sdc
export NUM_CORES = 4
export LEC_CHECK = 1
export CORE_AREA = 10 10 212 212
export DIE_AREA = 0 0 222 222
==> design/flow/constraint.sdc <==
current_design PipeReg_EXE_MEM

set clk_period 1.0
set clk_io_pct 0.2

create_clock -name clk0 -period $clk_period [get_ports {clock}]

set non_clock_inputs [all_inputs -no_clocks]
set_input_delay [expr $clk_period * $clk_io_pct] -clock clk0 $non_clock_inputs
set_output_delay [expr $clk_period * $clk_io_pct] -clock clk0 [all_outputs]
==> ci_impl_report.md <==
### Yosys + OpenROAD results

| Metric | Value |
|---|---|
| Status | finished, violations left |
| Violated checks | negative setup slack |
| # hold bufs at CTS | 0 |
| Num rows | 73 |
| Die X | ~220 µm |
| Crit path DAT | 1.43 ns |
| Post-synth regs | about 170 |
| GP Congestion | about 0.80 |
| Switching power | 5.05 mW |
| Reg area | approximately 0.0035 mm² |
| Endpoints failing setup | 172 |
| Pre-CTS WS | -0.581 ns |
| CTS tree | yes |
| CTS max path bufs | 2 |
| Post-route ant nets | 0 |
| Post-Synthesis Cell Area | approximately 0.0042 mm² |
| Seq/Total Area, Yosys | between 80% and 90% |
| RSZ-0062 raised after global routing | yes |
| Reg clk slew, reported paths | about 0.04 ns |
| ANT cells | 0 |
| Final Non-Filler Cells | between 1k and 1.5k |
| Bufs and invs on worst path | 1 |
| Crit path required time | 0.80 ns |
| Post-Syn Area per Cell | 15.3 µm² |
| Critical path's top delay family | flip-flops |
| Initial Util | around a tenth |
| Max-cap violations | 0 |
| Leak Pwr | roughly 4.4 nW |
| HPWL after detailed placement | around 15 mm |
| Largest reg by FF count | out_cs |
| Max-area cell share | around 80% |
| Die height | around 220 µm |
| Die area | between 0.04 and 0.05 mm² |
| Filler cells | approximately 4.3k |
| Number of global-route vias before repair | between 4k and 5k |
| Largest net degree at the start of global routing | 17 |
| 1st-iter DRT viols | 71 |
| Crit-path cells | buf_6 |
| Hold Crit Class | in2reg |
| Post-Layout Inst Area | roughly 0.0084 mm² |
| Tool warning count | 290 |
| Num CTS Buffers | 17 |
| Global route overflow | 0 |
| Final Hold Fails | 0 |
| Worst VDD drop | 1640 µV |
| Logic pwr share | 6.2% |
| Clk Tree Root Cell | clkbuf_16 |
| Via count | about 3.5k |
| Total power | 17.8 mW |
| Number of I/O port buffers | 344 |
| Vias per cell | roughly 2.6 |
| Cells after Synth | 275 |
| CP max-delay cell | dfxtp_2 |
| Global-route wire length before repair | around 26 mm |
| Layout area overhead | 101% |
| CORE AREA | 0.0400 mm² |
| Final setup margin | -0.627 ns |
| Clk pwr share | a little over half |
| Router iterations before antenna repair | 4 |
| Max reg flops | between 60 and 70 |
| Area leader, netlist | dfxtp_1 |
| Hold Slack | about 0.65 ns |
| CP endpoint kind | output port |
| Synthesis Warnings | 102 |
| Seq pwr share | 41.5% |
| Crit Path Class | reg2out |
| WL/cell | between 10 and 15 µm |
| Yosys cell types | 4 |
| Top cells by area | dfxtp_1 (82%), buf_4 (18%), conb_1 (0.089%), inv_1 (0.089%) |
| Initial antenna violation count | 6 |
| Yosys cell count | 275 |
| CP Launch Type | register |
| Top Layout Cells | inv_1 (172), clkdlybuf4s50_1 (172), buf_2 (156) |
| Worst path max stage delay | about 0.32 ns |
| Ports | ~540 |
| Post CTS Setup Buffer Count | 0 |
| Pwr Density | ~2100 mW/mm² |
| Final core occ | between 20% and 30% |
| Cell-internal power | 12.8 mW |
| Crit-path max FO | 1 |
| GRT Total Usage | between 7 and 8% |
| Switching portion of total power | between 20% and 30% |
| Final slew viol count | 0 |
| H-tree depth | 4 |
| Area after DPL | 0.00793 mm² |
| Area of the multi-input gates | around 380 µm² |
| Clock sink count | 172 |
| Layout cells sized above 1 | slightly below 30% |
| DRC Markers | 0 |
| WL final | between 15 and 20 mm |
| Setup_tns | -100.27 ns |
| Placed Cells | about 1.1k |
| Synthesis area per yosys | approximately 0.0042 mm² |
Yosys cell counts:
master / number
conb_1: 1
dfxtp_1: 172
inv_1: 1
buf_4: 101
what timing repair did:
action | in CTS | in global routing
pin swaps | 0 | 0
setup endpoints to repair | 172 | 172
resized | 601 | 22
logic make-up (layout without fill, tap and decap cells):
kind of cell | Yosys count | after routing | synth area share [%]
buffers and inverters | 102 | 546 | 18.1
DFF | 172 | 172 | 81.8
other | 1 | 101 | 0.0891
final timing paths:
check,start,endpoint,cells after the start
hold / removal,Data_to_Mem[3],out_Data_to_Mem[3],1
setup / recovery,out_Data_to_Mem[29],out_Data_to_Mem[29],1
power by group through the flow:
stage | combinational [mW] | clock [mW] | sequential, mW
4_1_cts | 1.14 | 10.0 | 7.38
5_1_grt | 1.21 | 10.8 | 7.40
6_report | 1.10 | 9.33 | 7.39
layout make-up:
cell class	instances	area share, %
Sequential cell	172	41.4
Timing Repair Buffer	344	31.8
Clock inverter	185	9.53
Tap cell	525	7.78
Clock buffer	17	5.04
Multi-Input combinational cell	101	4.49
routing by layer:
metal | share of wire (%) | track usage (%)
met2 | 47 | 11.2
met3 | 15 | 6.75
met1 | 35 | 6.57
met4 | 3.2 | 3.54
met5 | 0.18 | 0
Power and IR drop assume default switching activity.
