[flow/design.v]
`timescale 1us/1us
typedef struct packed{
   reg jal_sig;
   reg jr_sig;
   reg branch_zero_sig;  
   reg j_sig;
}MuxMixSig;
typedef struct packed{
   reg [4:0] RegS;
   reg [4:0] RegT;
} Read_Reg;
typedef struct packed{
   reg [4:0] regd_write1;
   reg [4:0] regt_write2;
   reg [4:0] reg31_jal;
} Write_Reg;
typedef struct packed{
   reg [31:0] branch_addr;
   reg [31:0] jal_j_addr;
   reg [31:0] jr_addr;
} Mix_Addr;
typedef struct packed{
    reg jal;
    reg jr;
    reg Branch;
    reg MemoToReg;
    reg MemoRead;     
    reg MemoWrite;     
    reg [2:0] regDst;    
    reg regWrite;           
    reg [3:0] alu_op_code;   
    reg alu_src;           
    reg [4:0] jal_reg;        
    reg lui_mark;         
    reg j;      
    reg [5:0] opcode;
    reg [4:0] funct;
    reg [31:0] ins;
} ControlSignal;
module PipeReg_MEM_WB(
    input clock,
    input [31:0] ins,
    input ControlSignal cs,
    input [31:0] ALU_res,
    input [31:0] Mem_Read_Data,
    input [4:0] write_reg,
    input [31:0]  pc_plus4,
    output ControlSignal out_cs,
    output reg [31:0]  out_Mem_Read_Data,
    output reg [31:0]  out_ALU_res,
    output reg [4:0] out_write_reg,
    output reg [31:0] out_pc_plus8,
    output reg [31:0] branch_addr,
    output reg MEM_WB_out_zero_flag,
    output reg [5:0] MEM_WB_func,
    output reg [31:0] MEM_WB_out_pc_plus_4
);
    reg beq = 1;
    always @(negedge clock) begin
        out_cs <= cs;
        out_Mem_Read_Data <= Mem_Read_Data;
        out_ALU_res <= ALU_res;
        out_write_reg <= write_reg;
        MEM_WB_func <= ins[5:0];
        MEM_WB_out_pc_plus_4 <= pc_plus4;
       if (ins[31:26] == 6'b000100)
            begin
                beq = 1;
            end
        else 
            begin
                beq = 0;
            end
    end
endmodule
[flow/config.mk]
export PLATFORM = sky130hd
export DESIGN_NAME = PipeReg_MEM_WB
export DESIGN_NICKNAME = PipeReg_MEM_WB
export VERILOG_FILES = /design/flow/design.v
export SDC_FILE = /design/flow/constraint.sdc
export NUM_CORES = 4
export LEC_CHECK = 1
export CORE_AREA = 10 10 174 174
export DIE_AREA = 0 0 184 184
[flow/constraint.sdc]
current_design PipeReg_MEM_WB

set clk_period 1.0
set clk_io_pct 0.2

create_clock -name clk0 -period $clk_period [get_ports {clock}]

set non_clock_inputs [all_inputs -no_clocks]
set_input_delay [expr $clk_period * $clk_io_pct] -clock clk0 $non_clock_inputs
set_output_delay [expr $clk_period * $clk_io_pct] -clock clk0 [all_outputs]
[flow/run.sh]
#!/bin/bash
# OpenROAD 26Q1-2900-gdf79404cd8, Yosys 0.63+post, stock flow scripts
make -C /OpenROAD-flow-scripts/flow DESIGN_CONFIG=/design/flow/config.mk WORK_HOME=/design/flow/orfs finish
==> flow_summary.toml <==
# generated from flow reports
[clock_network]
cts_made_buffers = 17
postCtsHoldBufs = 0
htreeDepth = 4
cts.sinks = 172
postCtsSetupRepairBufs = 0
cts-root-buf = "clkbuf_16"
cts_buffer_depth = 2
clk_pin_slew_ns = 0.04
cts_tree = "built"

[synthesis]
syn_avg_cell_area_um2 = 16.5
synth_chip_area_um2 = 3940
ys_sh_aoi_pct = 0
ys_types = 4
synth.area.mux_share_pct = 0
synth_seq_share_pct = 87.4
ys_sh_adder_pct = 0
ys_sh_simple_pct = 0
ys_cells = 239
ys.flops = 172
xor_area_share_pct = 0
synth_warnings = 66
synth_cells = 239
ys_top_logic_family = "buffers and inverters"
syn-cell-area_um2 = 3940

[routing]
routed_wl_mm = 16.7
first_pass_iters = 4
drt_iter0_markers = 63
drc = 0
wire_per_inst_um = 14.9
via_count = 3383
final_antenna_net_count = 0
viasPerCell = 3.02

[floorplanning]
fp-utilization_pct = 15.0
rows = 59
die_w_um = 184
num_io_pins = 436
chip_area_um2 = 33900
fp.coreArea_um2 = 26300
die_y_um = 184

[global_routing]
grtUsageTotal_pct = 9.40
grt_max_degree = 19
first_global_vias = 4036
overflow = 0
grt_pass1_wl_mm = 23.2
antenna_found_initial = 0

[run_status]
status = "finished with violations"
violations = "setup timing"

[worst_hold_path]
hp-class = "in -> reg"
min_path_cells = 1
worstHoldStart = "ALU_res[31]"

[layout]
largest_register_ffs = 65
fillers = 2662
regMostFlops = "out_cs"
drive_gt1_share_pct = 30.1
final_core_util_pct = 30.7
design_area_um2 = 8070
final-comb-area_um2 = 244
area.growth.synth_to_final_pct = 105
regArea_um2 = 3480
lay_top_cells = "inv_1 (172), clkdlybuf4s50_1 (172), buf_2 (162)"

[setup_path]
worst-path-buf-inv = 1
startpoint = "out_cs[57]$_DFF_N_"
crit_slowest_cell = "dfxtp_2"
path_cells = "buf_2"
path_max_fanout = 1
worst-path-stages = 1
cp_data_arrival_time_ns = 1.38
critPathCaptureType = "output pin"
cp.required_ns = 0.80
critPathMaxStageDelay_ns = 0.31
crit_type = "reg -> out"
setup.worst_path.start_class = "flop"
path_delay_family = "flip-flops"

[run]
warnings = 225
cap_viol_max_count = 0

[power_and_ir_drop]
peakVddDrop_v = 0.00121
leakage_uw = 0.00425
power_density_nw_per_um2 = 2230

[place]
dp_hpwl_mm = 13.5
gp_congestion = 0.855
post-place-ws_ns = -0.590
dpl_cell_area_um2 = 7550
portBuffers = 344

[final_timing]
hold_viol = 0
fin_ws_ns = -0.582
rsz0062_at_grt = "yes"
final-setup-viol-count = 172
drv_slew = 0
## where the power goes
group / internal [µW] / switching [µW] / leakage (µW)
Combinational: 827 / 221 / 0.00158
Sequential: 7290 / 79.2 / 0.00145
Clock: 4600 / 5000 / 0.00122
## routing by layer
metal	GRT usage [%]	wire length (µm)	vias to the layer above
met3	8.16	2510	25
li1	-	-	1671
met4	5.31	355	0
met2	14.4	8130	288
met5	0	0	-
met1	8.16	5660	1399
## timing repair
action                                  in CTS  in global routing
endpoints found under the setup margin     172                172
resized                                    584                 18
gates cloned                                 0                  0
## synthesized netlist by cell type, drive strengths merged
cell type / n / area share [%]
dfxtp: 172 / 87
buf: 65 / 12
inv: 1 / 0.095
conb: 1 / 0.095
## cell type report
type                            instances  share of cell area [%]
Timing Repair Buffer                  344                    32.8
Tap cell                              335                    5.19
Sequential cell                       172                    43.2
Clock inverter                        187                    10.5
Antenna cell                            1                  0.0310
Multi-Input combinational cell         65                    3.02
Clock buffer                           17                    5.27
## cells by family after synthesis
group | count (synthesis)
DFF | 172
other | 1
buffers and inverters | 66
## worst paths after layout
check                                endpoint  slack (ns)
worst min-delay path  out_ALU_res[31]$_DFF_N_        0.68
worst max-delay path               out_cs[57]       -0.58
## per-stage QoR
stage	hold slack, ns	instances	setup TNS (ns)	power, µW
floorplan	0.728	303	0	8590
global placement	1.15	917	-118.97	9920
detailed placement	1.15	917	-119.02	9910
CTS	0.655	1120	-98.57	18700
global route	0.638	1120	-103.10	19600
finish	0.676	1121	-93.56	18000
Power and IR drop assume default switching activity.
