==> ./design.v <==
`timescale 1us/1us
typedef struct packed{
   reg jal_sig;
   reg jr_sig;
   reg branch_zero_sig;  
   reg j_sig;
}MuxMixSig;
typedef struct packed{
   reg [4:0] RegS;
   reg [4:0] RegT;
} Read_Reg;
typedef struct packed{
   reg [4:0] regd_write1;
   reg [4:0] regt_write2;
   reg [4:0] reg31_jal;
} Write_Reg;
typedef struct packed{
   reg [31:0] branch_addr;
   reg [31:0] jal_j_addr;
   reg [31:0] jr_addr;
} Mix_Addr;
typedef struct packed{
    reg jal;
    reg jr;
    reg Branch;
    reg MemoToReg;
    reg MemoRead;     
    reg MemoWrite;     
    reg [2:0] regDst;    
    reg regWrite;           
    reg [3:0] alu_op_code;   
    reg alu_src;           
    reg [4:0] jal_reg;        
    reg lui_mark;         
    reg j;      
    reg [5:0] opcode;
    reg [4:0] funct;
    reg [31:0] ins;
} ControlSignal;
module PipeReg_ID_EXE(
    input clock,
    input in_zero_flag,
    input [31:0] ins,
    input [2:0] ID_EXE_Write,
    input ControlSignal cs,
    input [31:0] ReadData1,
    input [31:0] ReadData2,
    input [4:0] RegS,
    input [4:0] RegT,
    input [4:0] RegD,
    input [31:0] SignExt_Imm,
    input [25:0] addr_26,
    input [31:0] pc_plus4,
    output ControlSignal out_cs,
    output reg [31:0] out_ReadData1,
    output reg [31:0] out_ReadData2,
    output Write_Reg out_wr,
    output Read_Reg out_rr,
    output reg [31:0] out_sign_imm,
    output reg [31:0] out_addr_26,
    output reg [31:0] out_pc_plus4,
    output reg [5:0] ID_EXE_func,
    output reg ID_EXE_zero_flag
);
    ControlSignal tmp_cs;
    reg [31:0] tmp_ReadData1;
    reg [31:0] tmp_ReadData2;
    Write_Reg tmp_wr;
    Read_Reg tmp_rr;
    reg [31:0] tmp_signext_imm;
    reg [31:0] tmp_addr_26; 
    reg [31:0] tmp_pc_plus_4;
    reg beq;
    always @(cs or ID_EXE_Write or ReadData1 or ReadData2 or RegS or RegT or RegD or SignExt_Imm or addr_26 or pc_plus4 or ID_EXE_zero_flag) begin
        if (ID_EXE_Write == 3'b111) begin
            tmp_cs <= cs;
            tmp_ReadData1 <= ReadData1;
            tmp_ReadData2 <= ReadData2;
            tmp_wr.regd_write1 <= RegD;
            tmp_wr.regt_write2 <= RegT;
            tmp_wr.reg31_jal <= 5'b11111;
            tmp_rr.RegS <= RegS;
            tmp_rr.RegT <= RegT;
            tmp_signext_imm <= SignExt_Imm;
            tmp_addr_26 <={6'b000000, addr_26};
            tmp_pc_plus_4 <= pc_plus4;
        end
        else begin
            tmp_cs <= '0;
            tmp_ReadData1 <= '0;
            tmp_ReadData2 <= '0;
            tmp_wr <= '0;
            tmp_rr <= '0;
            tmp_signext_imm <= '0;
            tmp_addr_26 <= '0;
            tmp_pc_plus_4 <= '0;
        end
    end
    always @(negedge clock) begin
            out_cs <= tmp_cs;
            out_ReadData1 <= tmp_ReadData1;
            out_ReadData2 <= tmp_ReadData2;
            out_wr <= tmp_wr;
            out_rr <= tmp_rr;
            out_sign_imm <= tmp_signext_imm;
            out_addr_26 <= tmp_addr_26;
            out_pc_plus4 <= tmp_pc_plus_4;
            ID_EXE_func <= ins[5:0];
            ID_EXE_zero_flag <= in_zero_flag;
            if (ins[31:26] == 6'b000100)
                begin
                    beq = 1;
                end
            else 
                begin 
                    beq = 0;
                end   
    end
endmodule
==> ./run.sh <==
#!/bin/bash
# OpenROAD 26Q1-2900-gdf79404cd8, Yosys 0.63+post, stock flow scripts
make -C /OpenROAD-flow-scripts/flow DESIGN_CONFIG=/design/flow/config.mk WORK_HOME=/design/flow/orfs finish
==> ./config.mk <==
export PLATFORM = sky130hd
export DESIGN_NAME = PipeReg_ID_EXE
export DESIGN_NICKNAME = PipeReg_ID_EXE
export VERILOG_FILES = /design/flow/design.v
export SDC_FILE = /design/flow/constraint.sdc
export NUM_CORES = 4
export LEC_CHECK = 1
export CORE_AREA = 10 10 227 227
export DIE_AREA = 0 0 237 237
==> ./constraint.sdc <==
current_design PipeReg_ID_EXE

set clk_period 1.0
set clk_io_pct 0.2

create_clock -name clk0 -period $clk_period [get_ports {clock}]

set non_clock_inputs [all_inputs -no_clocks]
set_input_delay [expr $clk_period * $clk_io_pct] -clock clk0 $non_clock_inputs
set_output_delay [expr $clk_period * $clk_io_pct] -clock clk0 [all_outputs]
==> flow_metrics.py <==
# Metrics from the implementation run
metrics = {
    "final_timing": {
        "maxSlewViolCount": 0,
        "finalSetupViolations": 251,
        "fin_hold_ws_ns": 0.540,
        "rsz0062_at_grt": "yes",
        "postLayoutSetupSlackWorst_ns": -0.860,
        "finalHoldViolCount": 0,
    },
    "grt": {
        "grt_pass1_vias": 7958,
        "grt.overflow.total": 0,
        "groute.usage.overall_pct": 10.9,
        "grt_pass1_wl_um": 47100,
        "grt_antenna_before_repair": 2,
        "grt_max_degree": 36,
    },
    "synth": {
        "syn-instance-count": 572,
        "yosys.stat.seqShare_pct": 63.8,
        "top_cells_by_area": "dfxtp_1, and4_1, buf_6",
        "ys_types": 11,
        "synth.cell_area_um2": 7590,
        "ys.flops": 242,
        "avgSynthCellArea_um2": 13.3,
        "synth_top_area_share_pct": 63.8,
        "ys_warn_count": 1,
        "yosysCellCount": 572,
        "yosysTopAreaCell": "dfxtp_1",
        "yosys_area_um2": 7590,
    },
    "final_layout": {
        "lay_top_count": "inv_1",
        "drive_gt1_share_pct": 31.5,
        "syn_to_final_growth_pct": 85.2,
        "utilization_pct": 30.2,
        "final_cell_mix": "inv_1, clkdlybuf4s50_1, buf_2",
        "fill_cells": 4738,
    },
    "worst_setup_path": {
        "crit_path_cell_trace": "buf_6, buf_6",
        "arrival_ns": 1.66,
        "critPathRequiredTime_ns": 0.80,
        "critical_path.startpoint_type": "register",
        "worst-setup-path-type": "reg -> out",
        "crit_family": "flip-flops",
        "cp_slowest_cell": "dfxtp_4",
        "crit_top_cell": "buf_6",
        "end_kind": "output port",
        "path_max_fanout": 4,
        "cpPeakStageDelay_ns": 0.33,
        "path_buffers": 2,
    },
    "placed_design": {
        "hpwlAfterDp_um": 24400,
        "place.gp.congestion": 0.840,
        "numPortBuffers": 495,
    },
    "hold_path": {
        "holdPathStages": 1,
        "min_path_type": "in -> reg",
        "min_to": "ID_EXE_func[2]",
        "min_from": "ins[2]",
    },
    "power_and_ir_drop": {
        "clkPwrFrac_pct": 54.5,
        "swShare_pct": 27.8,
        "pwr-share-seq_pct": 37.8,
        "power_uw": 26700,
        "power_density_nw_per_um2": 1900,
        "ir_drop_uv": 1690,
        "combPwrFrac_pct": 7.7,
        "power.switching_uw": 7420,
        "leakagePower_uw": 0.00724,
        "p_int_uw": 19200,
    },
    "cts": {
        "clockRootBuffer": "clkbuf_16",
        "cts_tree": "built",
        "numCtsBuffers": 28,
        "cts_max_level": 1,
        "clk_pin_slew_ns": 0.04,
        "cts_sinks": 242,
        "cts_hold_buffers": 0,
        "clk_path_buf_depth": 3,
    },
    "detailed_routing": {
        "drt_wl_total_um": 32300,
        "route.detailed.drc": 0,
        "vias": 7478,
        "drtIter0Drc": 225,
        "wl_per_cell_um": 16.7,
        "first_pass_iters": 4,
        "via_per_inst": 3.87,
        "antenna_left": 0,
    },
    "die": {
        "die_w_um": 237,
        "dieHeight_um": 237,
        "io_pins": 528,
        "chip_area_um2": 56200,
        "fp_util_pct": 16.3,
        "rows": 79,
        "core_area_um2": 46600,
    },
    "run": {
        "maxCapViolations": 0,
        "warnings": 296,
    },
    "status": {
        "violations": "negative setup slack",
        "status": "finished, violations left",
    },
}
-- worst max path at each step --
stage | endpoint | slack [ns] | startpoint | cells after the start
4_1_cts | out_wr[3] | -0.89 | out_wr[4] | 2
5_1_grt | out_wr[4] | -0.89 | out_wr[4] | 2
6_report | out_wr[3] | -0.86 | out_wr[4] | 2
-- per-layer routing --
layer  track usage (%)  wire length (um)
met1              11.7             12500
met2              17.3             15600
met3              6.34              3420
met4              4.40               782
met5                 0                 7
-- cell usage after synthesis --
cell type / instances
and3_1: 1
conb_1: 1
buf_12: 1
buf_4: 29
clkbuf_1: 17
inv_1: 1
clkbuf_2: 6
buf_2: 16
and4_1: 234
dfxtp_1: 242
buf_6: 24
-- registers in the layout, indices dropped and copies added (netlist names) --
signal            flops
ID_EXE_func           6
ID_EXE_zero_flag      1
out_ReadData1        32
out_ReadData2        32
out_addr_26          26
out_cs               65
out_pc_plus4         32
out_rr                5
out_sign_imm         32
out_wr               11
-- power by group through the flow --
stage         logic, uW  clock network [uW]  registers (uW)
CTS                2070               15200           10100
global route       2210               16200           10100
finish             2040               14500           10100
-- kinds of logic after synthesis --
family	count (synthesis)	synth area share, %
buffers and inverters	94	9.03
flip-flops	242	63.8
other	1	0.0494
AND/OR/NAND/NOR	235	27.1
-- area by class of cell --
class	count	area (um2)	share of cell area, %
Sequential cell	242	4920	35.0
Timing Repair Buffer	549	4390	31.2
Multi-Input combinational cell	241	2080	14.8
Clock inverter	265	1170	8.34
Tap cell	607	759	5.40
Clock buffer	29	726	5.16
Antenna cell	1	2.50	0.0178
-- stage by stage --
stage	setup TNS, ns	area [um2]	setup WS (ns)	instances
floorplan	-75.57	7720	-0.352	577
global route	-184.89	14100	-0.895	1934
finish	-174.25	14100	-0.860	1934
global placement	-231.99	13200	-0.630	1639
detailed placement	-232.54	13200	-0.601	1639
CTS	-182.13	14000	-0.889	1933
-- what timing repair did --
item | CTS | global route
pin swaps | 0 | 0
resized | 892 | 21
setup buffers | 1 | 0
setup endpoints to repair | 251 | 251
cloned | 0 | 0
Power and IR drop assume default switching activity.
